==> flow/design.v <==
`timescale 1ns/10ps
module rgb2ycrcb(clk, rst, r, g, b, y, cr, cb);
	input        clk;
	input        rst;
	input  [9:0] r, g, b;
	output reg [9:0] y, cr, cb;
	reg [21:0] y1, cr1, cb1;
	reg [19:0] yr, yg, yb;
	always@(posedge clk)
		if (rst) begin
			yr <= 0;
			yb <= 0;
			yg <= 0;
			y1 <= 0;
		end else begin
			yr <= 10'h132 * r;
			yg <= 10'h259 * g;		
			yb <= 10'h074 * b;
			y1 <= yr + yg + yb;
		end
	reg [19:0] crr, crg, crb;
	always@(posedge clk)
		if (rst) begin
			crr <= 0;
			crg <= 0;
			crb <= 0;
			cr1 <= 0;
		end else begin
			crr <= r << 9;
			crg <= 10'h1ad * g;		
			crb <= 10'h053 * b;
			cr1 <= crr - crg - crb;
		end
	reg [19:0] cbr, cbg, cbb;
	always@(posedge clk)
		if (rst) begin
			cbr <= 0;
			cbg <= 0;
			cbb <= 0;
			cb1 <= 0;
		end else begin
			cbr <= 10'h0ad * r;
			cbg <= 10'h153 * g;		
			cbb <= b << 9;
			cb1 <= cbb - cbr - cbg;
		end
	always@(posedge clk)
		if (rst) begin
			y <= 0;
			cr <= 0;
			cb <= 0;
		end else begin
			y <= (y1[19:10] & {10{!y1[21]}}) | {10{(!y1[21] && y1[20])}};
			cr <= (cr1[19:10] & {10{!cr1[21]}}) | {10{(!cr1[21] && cr1[20])}};
			cb <= (cb1[19:10] & {10{!cb1[21]}}) | {10{(!cb1[21] && cb1[20])}};
		end
	endmodule
==> flow/run.sh <==
#!/bin/bash
# OpenROAD 26Q1-2900-gdf79404cd8, Yosys 0.63+post, stock flow scripts
make -C /OpenROAD-flow-scripts/flow DESIGN_CONFIG=/design/flow/config.mk WORK_HOME=/design/flow/orfs finish
==> flow/config.mk <==
export PLATFORM = sky130hd
export DESIGN_NAME = rgb2ycrcb
export DESIGN_NICKNAME = rgb2ycrcb
export VERILOG_FILES = /design/flow/design.v
export SDC_FILE = /design/flow/constraint.sdc
export NUM_CORES = 4
export LEC_CHECK = 1
export CORE_UTILIZATION = 40
==> flow/constraint.sdc <==
current_design rgb2ycrcb

set clk_period 6.0
set clk_io_pct 0.2

create_clock -name clk0 -period $clk_period [get_ports {clk}]

set non_clock_inputs [all_inputs -no_clocks]
set_input_delay [expr $clk_period * $clk_io_pct] -clock clk0 $non_clock_inputs
set_output_delay [expr $clk_period * $clk_io_pct] -clock clk0 [all_outputs]
==> impl_metrics.toml <==
# generated from flow reports
[clock_tree]
ctsResizeCount = 0
clk_pin_slew_ns = 0.08
postCtsHoldBufs = 0
insertion_delay_ns = 0.43
cts_tree = "built"
numCtsBuffers = 17
clock_sinks = 200
cts_max_level = 4
cts_setup_buffers = 0
clock_tree.buffer_depth = 2
cts_root_buf = "clkbuf_16"

[detailed_routing]
drc = 0
vias = 12770
drtPass1Iterations = 5
diodes = 0
via_per_inst = 4.836
drt_iter0_drc = 557
routed_wl_um = 38510
wl_per_cell_um = 14.58
ant_nets = 0

[critical_path]
path_buffers = 4
end_kind = "register"
critPathRequiredTime_ns = 6.30
path_cells = "clkdlybuf4s50_1 > buf_4 > ha_1 > ha_1 > inv_1 > fa_1 > fa_1 > inv_1 > ha_1 > a21o_1 > a21oi_1 > o21bai_1 > a2111o_1 > a41oi_1 > o21ai_1 > xnor2_1 > nor2_1"
slowest_stage = "fa_1"
critPathKind = "primary input to register"
critPathArrivalTime_ns = 5.71
cp_slowest_stage_delay_ns = 0.55
path_max_fanout = 5
path_common_cell = "ha_1"
crit_family = "adder cells"
start_kind = "primary input"

[sta]
fin_worst_skew_ns = 0.01633
drv_slew = 0
hold_slack_ns = 0.4162
min_period_ns = 5.405
worst_pin_slew_ns = 0.6791
max_freq_mhz = 185.0
max_slew_margin_pct = 53.56
setup_ws_ns = 0.5947
tns_ns = 0
finalHoldViolations = 0
rsz0062_at_grt = "false"
finalCritPeriodShare_pct = 90.09
setup_viol = 0

[cells_and_area]
final_cell_area_mm2 = 0.02015
regArea_mm2 = 0.004004
comb_area_mm2 = 0.01266
fill_cells = 4159
syn_to_final_growth_pct = 11.24
final_common_cell = "ha_1"
final_cell_mix = "389 x ha_1, 361 x inv_1, 200 x dfxtp_1"
fin_cells = 2641
layout-drive-gt1-share_pct = 3.758

[power_and_ir_drop]
power.density_mw_per_mm2 = 409.6
p_leak_nw = 10.10
vdd_drop_max_v = 0.0002163

[floorplanning]
dieArea_mm2 = 0.04615
rows = 77
io_pins = 62
die_width_um = 214.8
die_height_um = 214.8
fp_util_pct = 40.79
core-area_mm2 = 0.04441

[grt]
grt_pass1_vias = 12470
grt_start_max_net_pins = 76
antenna_found_initial = 0
grt_use_total_pct = 17.93
grt_overflow = 0
grt_pass1_wl_um = 63380

[logic_synthesis]
synth_area_mm2 = 0.01812
ys_chip_area_mm2 = 0.01812
synth_stat.cells = 1953
enable_flop_cells = 0
ys_ff = 200
synth_top_flop_cell = "dfxtp_1"
synth_warnings = 1
async_flop_share_pct = 0
yosysSeqAreaShare_pct = 22.10
syn_area_per_cell_um2 = 9.276
synthDistinctLibCells = 64
syn_inst = 1953

[status]
status = "finished, final reports clean"

[placement]
dpl_worst_slack_ns = 0.1517
routabilityCongestion = 0.9240
dp_hpwl_um = 32980
dpl.cell_count = 2610
post_dp_cell_area_mm2 = 0.01959
io_buffer_count = 61

[run]
max_cap_viol_count = 0
warning_count = 30

[worst_hold_path]
hp-class = "register to register"
[metrics by stage]
stage	utilization (%)	total power, mW
floorplan	-	5.937
global placement	44.11	7.166
detailed placement	44.11	7.198
CTS	45.38	8.350
global route	45.38	9.162
finish	45.38	8.254
[path summary, 6_finish.rpt]
path                               from  endpoint  slack [ns]  depth (start not counted)
worst max-delay path               r[4]   cbr[16]        0.59                         17
worst min-delay path            cb1[12]     cb[2]        0.42                          1
worst max register to register  crr[10]   cr1[19]        2.00                         15
worst min register to register  cb1[12]     cb[2]        0.42                          1
[worst register-to-register path, cell delays in order, from the launching register on]
cell       delay, ns
dfxtp_1         0.52
ha_1            0.37
a21oi_1         0.16
a2bb2oi_1       0.33
nand2_1         0.12
o21ai_0         0.14
nor2b_1         0.17
xnor2_1         0.14
ha_1            0.33
a21o_1          0.18
a21o_1          0.19
a22o_1          0.23
a211oi_1        0.35
nor2b_1         0.37
mux2i_1         0.23
nand2_1         0.06
[logic make-up (layout without fill, tap and decap cells)]
family	after synthesis	in the layout	synth area share (%)
AOI/OAI and AO/OA	286	286	10.55
xor gates and xnor gates	108	108	5.221
adders and majority gates	523	523	41.67
buffers and inverters	386	482	7.998
DFF	200	200	22.10
muxes	7	7	0.4144
and+or+nand+nor	443	443	12.04
[synthesized netlist by cell type (3+ instances only)]
library cell | number | area (um^2)
nor4_1 | 4 | 25.02
o21ai_1 | 22 | 110.1
mux2_2 | 4 | 45.04
clkbuf_1 | 19 | 71.32
nor3b_1 | 7 | 52.55
nand2b_1 | 16 | 100.1
o21bai_1 | 7 | 52.55
o31ai_1 | 3 | 22.52
o21ai_0 | 29 | 145.1
dfxtp_1 | 200 | 4004
a2bb2oi_1 | 3 | 26.28
fa_1 | 134 | 2683
and2_1 | 5 | 31.28
o41ai_1 | 7 | 61.31
a2111oi_0 | 4 | 35.03
ha_1 | 389 | 4867
nor2b_1 | 54 | 337.8
a21oi_1 | 69 | 345.3
buf_1 | 6 | 22.52
a21o_1 | 35 | 262.8
nor3_1 | 59 | 295.3
a2111o_1 | 3 | 33.78
o31a_1 | 5 | 43.79
a31oi_1 | 10 | 62.56
or3_1 | 13 | 81.33
nand3_1 | 18 | 90.09
inv_1 | 361 | 1355
or4_1 | 3 | 22.52
and3_1 | 19 | 118.9
o211ai_1 | 9 | 67.56
xnor2_1 | 58 | 508.0
mux2i_1 | 3 | 30.03
nor2_1 | 167 | 626.9
nand4_1 | 6 | 37.54
a211oi_1 | 11 | 82.58
nand2_1 | 52 | 195.2
xor2_1 | 50 | 437.9
or2_2 | 6 | 37.54
a41o_1 | 3 | 30.03
o21a_1 | 46 | 345.3
nor4b_1 | 4 | 35.03
[flip-flops by register name (all words and copies together), names as in the netlist]
name and flops:
y 10, cb1 12, cr1 12, cbb 10, crb 16, yr 15
y1 11, cbg 18, crg 17, yb 13, cb 10, cbr 16
yg 20, cr 10, crr 10
[cell type report]
class	count	area share (%)
clock inverters	14	0.6705
multi-input cells	1367	62.84
inverters	361	6.724
repair buffers	90	4.116
well taps	592	3.675
flip-flops and latches	200	19.87
clock buffers	17	2.111
[report_power, final]
group | switching, mW | internal (mW) | leakage (nW)
registers | 0.214 | 1.75 | 1.66
clock network | 0.540 | 0.549 | 0.263
logic | 2.83 | 2.37 | 8.17
total | 3.58 | 4.67 | 10.1
[per-layer routing]
metal | up-vias | part of all wire (%) | GRT usage [%]
li1 | 6651 | - | -
met1 | 5931 | 49 | 26.67
met2 | 176 | 46 | 28.46
met3 | 15 | 4.9 | 4.223
met4 | 0 | 0.70 | 1.286
met5 | - | 0 | 0
Power and IR drop assume default switching activity.
